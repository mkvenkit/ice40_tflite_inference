===== design.v =====
module dotp (
    input clk,
    input resetn,
    input start,
    output reg [31:0] D
);
localparam N = 8'd70;
reg [7:0] A[N-1:0];
reg [7:0] B[N-1:0];
integer i;
initial begin
    for (i = 0; i < N; i++) begin
        A[i] = i+1;
        B[i] = i+1;
    end
end
localparam sIDLE        = 2'b00;
localparam sSUM1        = 2'b01;
localparam sSUM2        = 2'b10;
localparam sSUM3        = 2'b11;
localparam P = 8'd8;
localparam M = 8'd8;
localparam K = 8'd6;
reg [1:0] state;
localparam IWIDTH = $clog2(M) + 1;
reg [IWIDTH-1:0] index;
reg [31:0] sum[P-1:0];
wire [31:0] S01 = sum[0] + sum[1];
wire [31:0] S23 = sum[2] + sum[3];
wire [31:0] S45 = sum[4] + sum[5];
wire [31:0] S67 = sum[6] + sum[7];
wire [31:0] S0 = S01 + S23;
wire [31:0] S1 = S45 + S67;
wire [31:0] S = S0 + S1;
always@(posedge clk) begin
    if (!resetn) begin
        D <= 32'd0;
        index <= 0;
        for (i = 0; i < P; i++) begin
            sum[i] <= 0;
        end 
        state <= sIDLE;
    end
    else begin
        case (state)
            sIDLE: begin
                index <= 0;
                for (i = 0; i < P; i++) begin
                    sum[i] <= 0;
                end 
                if (start)
                    state <= sSUM1; 
            end
            sSUM1: begin
                if (index < M) begin
                    for (i = 0; i < P; i++) begin
                        sum[i] <= sum[i] + A[i + index*P] * B[i + index*P];
                    end
                    index <= index + 1;
                end
                else begin
                    index <= 0;                    
                    state <= sSUM2; 
                end
            end
            sSUM2: begin
                D <= S;
                state <= sSUM3;
            end
            sSUM3: begin
                if (index < K) begin
                    D <= D + A[index + P*M] * B[index + P*M];
                    index <= index + 1;
                end
                else begin
                    state <= sIDLE;
                end
            end
            default: 
                state <= sIDLE;
        endcase
    end
end
endmodule

===== run.sh =====
#!/bin/bash
# OpenROAD 26Q1-2900-gdf79404cd8, Yosys 0.63+post, stock flow scripts
make -C /OpenROAD-flow-scripts/flow DESIGN_CONFIG=/design/flow/config.mk WORK_HOME=/design/flow/orfs finish

===== config.mk =====
export PLATFORM = sky130hd
export DESIGN_NAME = dotp
export DESIGN_NICKNAME = dotp
export VERILOG_FILES = /design/flow/design.v
export SDC_FILE = /design/flow/constraint.sdc
export NUM_CORES = 4
export LEC_CHECK = 1
export CORE_UTILIZATION = 50

===== constraint.sdc =====
current_design dotp

set clk_period 15.5
set clk_io_pct 0.2

create_clock -name clk0 -period $clk_period [get_ports {clk}]

set non_clock_inputs [all_inputs -no_clocks]
set_input_delay [expr $clk_period * $clk_io_pct] -clock clk0 $non_clock_inputs
set_output_delay [expr $clk_period * $clk_io_pct] -clock clk0 [all_outputs]

==> flow_metrics.rpt <==
RUN METRICS
----------------------------------------------------
[Run status]
  Result of the run ........................ finished clean

[Logic synthesis]
  Share of the yosys chip area belonging to registers ........................ 0.191
  Number of flops mapped to enable cells by yosys ........................ 0
  Fraction of post-synthesis cell area in the top cell type by area ........................ 0.223
  Library cell with the largest summed area after synthesis ........................ sky130_fd_sc_hd__fa_1
  Synthesis Warnings ........................ 2
  Share of synthesized registers carrying an async set or reset ........................ 0
  Cells taking the most area after synthesis ........................ sky130_fd_sc_hd__fa_1 (22%), sky130_fd_sc_hd__dfxtp_1 (19%), sky130_fd_sc_hd__ha_1 (15%)
  Syn Inst Count ........................ around 3.5k
  Post-synth top flop ........................ sky130_fd_sc_hd__dfxtp_1
  Avg Inst Size Synth ........................ about 8.7 um^2
  Ys flops ........................ ~290
  Post-synth cell types ........................ roughly 83
  Chip Area, Yosys ........................ roughly 30000 um^2
  Most frequent cell after synthesis ........................ sky130_fd_sc_hd__inv_1
  Yosys cell count ........................ approximately 3.5k
  Post-Syn Area ........................ approximately 30000 um^2
  Most frequent cells after synthesis ........................ sky130_fd_sc_hd__inv_1 (658), sky130_fd_sc_hd__ha_1 (359), sky130_fd_sc_hd__fa_1 (336), sky130_fd_sc_hd__dfxtp_1 (287), sky130_fd_sc_hd__nor2_1 (280)

[Clock network]
  # clock sinks ........................ roughly 290
  Longest Clk Path Bufs ........................ 3
  Quantity of hold-fixing buffers added after cts ........................ 0
  CTS clk-pin slew, worst paths ........................ roughly 0.060 ns
  H-tree lvl count ........................ 2
  Post-CTS setup-driven buffer insertion count ........................ 0
  Root Driver ........................ sky130_fd_sc_hd__clkbuf_16
  Clock tree from TritonCTS ........................ yes
  Cts bufs inserted ........................ 38
  Late-Pin Clk Latency ........................ 0.60 ns
  Resized Gates After CTS ........................ 0

[Setup path]
  Nature of the critical path startpoint ........................ flop
  Type of the worst setup path ........................ reg -> reg
  Crit path DRT ........................ 15.95 ns
  Max incr delay on CP ........................ around 0.63 ns
  Category of cells accounting for the largest share of critical-path delay ........................ adder cells
  Count of cell instances traversed by the critical path ........................ 22
  Critical path's slowest cell ........................ sky130_fd_sc_hd__a21boi_1
  Series of cell instances along the critical path ........................ nor2b_4 > inv_2 > nand2_1 > inv_1 > ha_1 > a21boi_1 > nor2_1 > fa_1 > fa_1 > inv_1 > fa_1 > fa_1 > inv_1 > ha_1 > o211ai_1 > o211ai_1 > a31o_2 > a31oi_1 > or2_1 > o31a_1 > o311ai_1 > o211ai_1
  Largest fanout on the critical path ........................ 31
  Critical path's most frequent cell ........................ sky130_fd_sc_hd__fa_1
  Crit path DAT ........................ 7.51 ns
  Endpoint kind of the worst setup timing path ........................ flop
  Length in cells of the worst reg-to-reg path ........................ 22
  Count of buffering cells on the critical path with inverters included ........................ 4

[Die]
  Area of the core ........................ roughly 59000 um^2
  Width of the die ........................ roughly 250 um
  Effective utilization at floorplan ........................ 0.509
  Die Height ........................ 247 um
  Standard-cell row count ........................ a little under 90
  Ports placed on the boundary ........................ 35
  Floorplan die area ........................ 61200 um^2

[Global routing]
  Initial antenna violation count ........................ 0
  Number of global-route vias before repair ........................ 23.6k
  Total congestion overflow after global routing ........................ 0
  Overall Global Routing Usage ........................ 0.291
  Maximum number of pins on one net before global-route repair ........................ approximately 57
  First-pass GRT wire length ........................ 130000 um

[Drt]
  Remaining DRCs ........................ 0
  Number of violations reported at the end of detailed-routing iteration 0 ........................ 1468
  Vias after detailed routing ........................ 23.8k
  Antenna Nets Post-Route ........................ 0
  Sum of routed wire length over all layers ........................ about 80000 um
  DR pass1 iterations ........................ 7
  Routed length per placed instance ........................ roughly 19 um
  Number of antenna cells inserted ........................ 0
  Mean number of vias per cell ........................ 5.54

[Final timing]
  Unrepaired setup endpoints after global routing ........................ no
  Headroom to the max-slew limit ........................ 0.416
  Minimum period implied by the final worst setup slack ........................ just over 7 ns
  Setup clock skew after layout ........................ 0.0434 ns
  Fmax achieved ........................ between 100 and 150 MHz
  Final tally of max-slew violations ........................ 0
  Ratio of final minimum period to clock period ........................ 0.455
  Endpoints failing hold ........................ 0
  Worst Max-Slew Pin Slew ........................ around 0.87 ns
  Final setup violation count ........................ 0
  Setup Total Neg Slack ........................ 0 ns

[Finish]
  Fraction of final layout cells sized beyond drive strength 1 ........................ 0.0429
  Area growth syn-to-layout ........................ 8.60%
  Fill cell count ........................ 5225

[Pwr]
  Power consumption ........................ roughly 2.2 mW
  Leakage power of the design ........................ 15.2 nW
  Pwr Density ........................ roughly 67 nW/um^2
  Peak VDD IR ........................ between 70 and 80 uV

[Placement]
  Global placer's final weighted congestion ........................ 0.961
  Input/output buffers ........................ 34
  Dpl hpwl ........................ about 62000 um

[Flow run]
  Total number of warnings across the stage logs ........................ 35
  Max cap viols ........................ 0

[Worst hold path]
  Worst Hold Class ........................ reg -> reg
  Worst hold path depth ........................ 1

----------------------------------------------------
==> cell type report <==
| class | count | area [um^2] | area share |
|---|---|---|---|
| timing repair buffer | 70 | 606 | 0.0185 |
| clock buffer | 48 | 1030 | 0.0314 |
| clock inverter | 19 | 265 | 0.00811 |
| sequential | 287 | 5750 | 0.176 |
| multi-input combinational | 2431 | 21600 | 0.661 |
| inverter | 661 | 2490 | 0.0760 |
| tap | 773 | 967 | 0.0296 |
==> sequential cells by signal, summed over array words and instances (netlist names), named ones only <==
| signal | flops |
|---|---|
| D | 32 |
| index | 4 |
| state | 4 |
| sum | 243 |
==> cell families (layout without fill, tap and decap cells) <==
kind of cell / Yosys count / in the layout / synth area share
simple gates: 892 / 892 / 0.142
buf+inv: 769 / 798 / 0.0960
fa+ha+maj: 695 / 695 / 0.372
compound gates: 640 / 640 / 0.145
flops: 287 / 287 / 0.191
xor+xnor: 142 / 142 / 0.0413
mux: 34 / 34 / 0.0118
other cells: 2 / 28 / 0.000249
==> power breakdown <==
part / switching (mW) / internal [mW]
Combinational: 0.303 / 0.179
Sequential: 0.0195 / 0.752
Clock: 0.389 / 0.544
Total: 0.711 / 1.47
==> worst paths after layout <==
path | slack (ns) | startpoint | to
worst min-delay path | 0.47 | sum[7][29]$_SDFFE_PN0P_ | sum[7][29]$_SDFFE_PN0P_
worst max-delay path | 8.45 | state[2]$_DFF_P_ | D[28]$_SDFFE_PN0P_
worst min register to register | 0.47 | sum[7][29]$_SDFFE_PN0P_ | sum[7][29]$_SDFFE_PN0P_
worst max register to register | 8.45 | state[2]$_DFF_P_ | D[28]$_SDFFE_PN0P_
==> metal layers <==
layer | part of all wire | track usage | up-vias | routed length (um)
li1 | - | - | 11600 | -
met1 | 0.43 | 0.420 | 11400 | 35000
met2 | 0.47 | 0.459 | 699 | 38100
met3 | 0.065 | 0.0620 | 125 | 5300
met4 | 0.036 | 0.0839 | 0 | 2970
met5 | 0 | 0 | - | 0
==> per-stage QoR <==
step	utilization	area, um^2	hold slack (ns)	worst slack [ns]	std cells
2_1_floorplan	-	30200	0.432	9.08	3487
3_3_place_gp	0.530	31400	0.456	8.64	4222
3_5_place_dp	0.530	31400	0.464	8.52	4222
4_1_cts	0.552	32700	0.472	8.48	4289
5_1_grt	0.552	32700	0.512	8.04	4289
6_report	0.552	32700	0.472	8.45	4289
==> placed cells by master (no fill, tap or decap), types with 10 or more instances in the layout <==
cell type	netlist	layout
sky130_fd_sc_hd__a211oi_1	29	28
sky130_fd_sc_hd__a21o_1	46	46
sky130_fd_sc_hd__a21oi_1	135	135
sky130_fd_sc_hd__a22oi_1	74	74
sky130_fd_sc_hd__a31oi_1	33	33
sky130_fd_sc_hd__and2_1	41	41
sky130_fd_sc_hd__and3_1	61	61
sky130_fd_sc_hd__and4_1	10	10
sky130_fd_sc_hd__buf_4	0	36
sky130_fd_sc_hd__clkbuf_16	0	38
sky130_fd_sc_hd__clkdlybuf4s50_1	0	33
sky130_fd_sc_hd__clkinv_2	0	10
sky130_fd_sc_hd__conb_1	2	28
sky130_fd_sc_hd__dfxtp_1	287	287
sky130_fd_sc_hd__fa_1	336	336
sky130_fd_sc_hd__ha_1	359	359
sky130_fd_sc_hd__inv_1	658	658
sky130_fd_sc_hd__mux2_2	11	11
sky130_fd_sc_hd__mux2i_1	22	22
sky130_fd_sc_hd__nand2_1	200	200
sky130_fd_sc_hd__nand2b_1	21	21
sky130_fd_sc_hd__nand3_1	88	88
sky130_fd_sc_hd__nand4_1	40	40
sky130_fd_sc_hd__nor2_1	280	277
sky130_fd_sc_hd__nor2b_1	25	24
sky130_fd_sc_hd__nor3_1	50	50
sky130_fd_sc_hd__nor4_1	12	12
sky130_fd_sc_hd__o211ai_1	30	30
sky130_fd_sc_hd__o21a_1	24	24
sky130_fd_sc_hd__o21ai_0	116	116
sky130_fd_sc_hd__o311ai_0	12	12
sky130_fd_sc_hd__o31ai_1	17	16
sky130_fd_sc_hd__o41ai_1	12	12
sky130_fd_sc_hd__or2_2	14	14
sky130_fd_sc_hd__or3_1	28	28
sky130_fd_sc_hd__xnor2_1	82	82
sky130_fd_sc_hd__xor2_1	60	60
Power is estimated from default activity; no workload was simulated.
