[./design.v]
`default_nettype none
module matmul #(parameter NROWS = 8'd4, parameter NCOLS = 8'd10) (
    input clk,
    input resetn,
    input start,
    output [31:0] c0,
    output [31:0] c1,
    output [31:0] c2,
    output [31:0] c3,
    output reg [31:0] D
);
reg [7:0] A[0:NROWS-1][0:NCOLS-1];
reg [7:0] B[0:NCOLS-1];
reg [31:0] C[0:NROWS-1];
assign c0 = C[0];
assign c1 = C[1];
assign c2 = C[2];
assign c3 = C[3];
integer i, j;
initial begin
    for (i = 0; i < NROWS; i = i+1) begin
        for (j = 0; j < NCOLS; j = j+1)
            A[i][j] = i + j;
    end
    for (i = 0; i < NCOLS; i++) begin
        B[i] = i;
    end
end
localparam sIDLE        = 3'b000;
localparam sSUM1        = 3'b001;
localparam sSUM2        = 3'b010;
localparam sSUM3        = 3'b011;
localparam sSUM4        = 3'b100;
localparam P = 8'd8;
localparam M = 8'd1;
localparam K = 8'd2;
reg [2:0] state;
reg [7:0] index;
reg [31:0] sum[0:P-1];
wire [31:0] S01 = sum[0] + sum[1];
wire [31:0] S23 = sum[2] + sum[3];
wire [31:0] S45 = sum[4] + sum[5];
wire [31:0] S67 = sum[6] + sum[7];
wire [31:0] S0 = S01 + S23;
wire [31:0] S1 = S45 + S67;
wire [31:0] S = S0 + S1;
reg [$clog2(NROWS): 0] row_index;
always@(posedge clk) begin
    if (!resetn) begin
        D <= 32'd0;
        index <= 0;
        for (i = 0; i < P; i++) begin
            sum[i] <= 0;
        end 
        row_index <= 0;
        state <= sIDLE;
    end
    else begin
        case (state)
            sIDLE: begin
                index <= 0;
                D <= 32'd0;
                for (i = 0; i < P; i=i+1) begin
                    sum[i] <= 0;
                end 
                row_index <= 0;
                if (start) begin
                    for (i = 0; i < NROWS; i=i+1) begin
                        C[i] <= 0;
                    end 
                    state <= sSUM1; 
                end
            end
            sSUM1: begin
                if (index < M) begin
                    for (i = 0; i < P; i++) begin
                        sum[i] <= sum[i] + A[row_index][i + index*P] * B[i + index*P];
                    end
                    index <= index + 1;
                end
                else begin
                    index <= 0;                    
                    state <= sSUM2; 
                end
            end
            sSUM2: begin
                D <= S;
                state <= sSUM3;
            end
            sSUM3: begin
                if (index < K) begin
                    D <= D + A[row_index][index + P*M] * B[index + P*M];
                    index <= index + 1;
                end
                else begin
                    state <= sSUM4;
                end
            end
            sSUM4: begin
                C[row_index] <= D;
                row_index <= row_index + 1;
                index <= 0;
                D <= 32'd0;
                for (i = 0; i < P; i=i+1) begin
                    sum[i] <= 0;
                end 
                if (row_index == (NROWS-1))
                    state <= sIDLE;
                else 
                    state <= sSUM1;
            end
            default: 
                state <= sIDLE;
        endcase
    end
end
endmodule
`default_nettype none
module top(
  input clk,
  output led    
);
reg [7:0] resetn_counter = 0;
wire resetn = &resetn_counter;
always @(posedge clk) 
begin
    if (!resetn)
    begin
        resetn_counter <= resetn_counter + 1;
    end
end
reg RL;
reg [22:0] counter;
always @ (posedge clk) begin 
    if (!resetn) begin
        counter <= 0;
    end
    else begin
        counter <= counter + 1;
        if(!counter)
            RL <= ~RL;
    end
end
wire [31:0] D;
matmul m1 (
    .clk(clk), 
    .resetn(resetn),
    .start(1'b1),
    .D(D)
);
assign led = &D;
endmodule
[./run.sh]
#!/bin/bash
# OpenROAD 26Q1-2900-gdf79404cd8, Yosys 0.63+post, stock flow scripts
make -C /OpenROAD-flow-scripts/flow DESIGN_CONFIG=/design/flow/config.mk WORK_HOME=/design/flow/orfs finish
[./config.mk]
export PLATFORM = sky130hd
export DESIGN_NAME = top
export DESIGN_NICKNAME = top
export VERILOG_FILES = /design/flow/design.v
export SDC_FILE = /design/flow/constraint.sdc
export NUM_CORES = 4
export LEC_CHECK = 1
export CORE_UTILIZATION = 40
[./constraint.sdc]
current_design top

set clk_period 22.9
set clk_io_pct 0.2

create_clock -name clk0 -period $clk_period [get_ports {clk}]

set non_clock_inputs [all_inputs -no_clocks]
set_input_delay [expr $clk_period * $clk_io_pct] -clock clk0 $non_clock_inputs
set_output_delay [expr $clk_period * $clk_io_pct] -clock clk0 [all_outputs]
==> impl_metrics.json <==
{
  "status": "finished clean",
  "hold_viol_final": 0,
  "r2r_setup_slack_ns": 15.03,
  "timing.fmax_mhz": 125,
  "layout-drive-gt1-share_pct": 3.85,
  "yosysTopAreaCellShare_pct": 24.6,
  "core_area_um2": 59500,
  "grt_overflow": 0,
  "ys.flops": 306,
  "reg2regPathDepth": 31,
  "initialDrtViolationCount": 1322,
  "cap_violations": 0,
  "numCtsBuffers": 38,
  "design_area_um2": 26500,
  "gr-usage-all-layers_pct": 21.1,
  "cp_max_fo": 7,
  "ys_area_um2": 24300,
  "yosys-top-cells-count": "nor2_1, inv_1, dfxtp_1",
  "fin_crit_ns": 7.99,
  "syn_avg_cell_area_um2": 8.59,
  "yosysUniqueCellTypes": 77,
  "synth_warnings": 3,
  "crit_end": "led",
  "startpoint": "m1.D[10]",
  "logic_family": "adder cells",
  "ys_seq_share_pct": 25.6,
  "root_buffer": "clkbuf_16",
  "finalCritPeriodShare_pct": 34.9,
  "fp-utilization_pct": 40.8,
  "rsz0062_at_grt": "false",
  "row_count": 89,
  "async_flop_share_pct": 0,
  "antenna_left": 0,
  "simple_gate_area_share_pct": 18.5,
  "flop_cell": "dfxtp_1",
  "cts_resized": 0,
  "p_leak_nw": 11.4,
  "largest_area_cell": "dfxtp_1",
  "cts_tree": "yes",
  "hold-path-cell-count": 2,
  "post_drt_wl_per_cell_um": 16.8,
  "synth.cell_area_um2": 24300,
  "n_antenna_cell": 0,
  "synth-compound-area-share_pct": 13.0,
  "netlist_instances": 2827,
  "clk_path_buf_depth": 3,
  "regToRegStartpoint": "m1.row_index[2]",
  "r2r_end": "m1.D[24]",
  "tns_ns": 0,
  "power_density_nw_per_um2": 44.6,
  "path_clk_slew_ns": 0.05,
  "hold_buffers": 0,
  "die-area_um2": 61700,
  "viasPerCell": 5.28,
  "skew_ns": 0.0259,
  "dr_total_vias": 19000,
  "setup_viol": 0,
  "die_x_um": 248,
  "synthXorXnorAreaFrac_pct": 9.59,
  "port_buffers": 1,
  "drc": 0,
  "worstSetupStartpointType": "register",
  "antenna_found_initial": 0,
  "maxSlewHeadroom_pct": 34.8,
  "synth.most_common_cell": "nor2_1",
  "gp_congestion": 0.916,
  "power.total_mw": 1.18,
  "detailed_place_hpwl_um": 46300,
  "syn_to_final_growth_pct": 9.04,
  "crit_required_ns": 18.32,
  "ir_drop_uv": 46.8,
  "post_cts_buffers": 0,
  "dieHeight_um": 248,
  "dr.pass1.iters": 6,
  "ys_top_cells_by_area": "dfxtp_1, fa_1, ha_1",
  "clk_latency_ns": 0.57,
  "path_class": "reg -> out",
  "ys_cells": 2827,
  "crit_path_end_kind": "output pin",
  "grt_pass1_vias": 18400,
  "edf_count": 8,
  "wirelength_um": 60500,
  "io_pins": 2,
  "drv_slew": 0,
  "htreeDepth": 2,
  "ys_sh_mux_pct": 0.299,
  "worstPathArrival_ns": 3.41,
  "grt_pass1_wl_um": 98600,
  "warnings": 50,
  "numClockSinks": 306,
  "grt_start_max_net_pins": 153,
  "fa_ha_area_share_pct": 27.0,
  "place_area_um2": 25100,
  "dp_slack_ns": 15.01,
  "fin_ws_ns": 14.91,
  "tightestPinTransition_ns": 0.968,
  "hold_class": "reg -> reg"
}
## placed cells by master, fill, tap and decap left out, types with 14 or more instances in the layout
cell and instances:
nor2_1 348, inv_1 301, dfxtp_1 298, nand2_1 208
fa_1 205, ha_1 196, a21oi_1 170, xnor2_1 137
xor2_1 129, o21ai_0 111, nand3_1 102, or3_1 45
and3_1 43, nor3_1 43, clkbuf_16 39, nand4_1 38
nor2b_1 33, a21o_1 31, a31oi_1 26, a22oi_1 25
buf_4 23, and4_1 19, a211oi_1 16, and2_1 14
## power by group
group / total, mW / switching [mW] / internal [mW]
Clock: 0.647 / 0.250 / 0.397
Combinational: 0.000410 / 0.000249 / 0.000153
Sequential: 0.534 / 0 / 0.534
Total: 1.18 / 0.250 / 0.932
## how the worst min path moves through the flow
stage             from           end  slack (ns)
4_1_cts   m1.sum[1][3]  m1.sum[1][3]        0.48
5_1_grt   m1.sum[0][5]  m1.sum[0][5]        0.51
6_report  m1.sum[1][3]  m1.sum[1][3]        0.47
## cells by family after synthesis
| kind of cell | count (synthesis) |
|---|---|
| AOI/OAI and AO/OA | 510 |
| xor gates and xnor gates | 266 |
| adders and majority gates | 401 |
| buffers and inverters | 389 |
| DFF | 306 |
| muxes | 6 |
| other | 1 |
| and+or+nand+nor | 948 |
## state kept, by name (all words and copies together), names as in the netlist, named ones only
signal,flops
m1.sum,249
m1.D,32
m1.index,8
resetn_counter,8
m1.state,5
m1.row_index,3
## per-layer routing
metal | track usage, % | share of wire, % | up-vias
met1 | 30.6 | 44 | 9051
met3 | 3.73 | 5.1 | 83
met4 | 4.82 | 2.7 | 0
li1 | - | - | 9501
met5 | 0 | 0 | -
met2 | 33.8 | 48 | 408
## metrics by stage
step           util [%]  hold slack (ns)  cells
5_1_grt            44.5            0.505   3605
3_3_place_gp       42.3            0.463   3538
6_report           44.5            0.474   3605
4_1_cts            44.5            0.477   3605
2_1_floorplan         -            0.449   2827
3_5_place_dp       42.3            0.471   3538
## worst max-delay path: stages (launching register included)
cell	delay, ns
dfxtp_1	0.43
and4_1	0.28
nand3_1	0.18
or3_1	0.43
nor2_1	0.20
nand2_1	0.15
nor2_1	0.22
nand3_1	0.11
nor4_1	0.34
clkdlybuf4s50_1	0.52
## layout make-up
| class | instances | area [µm²] |
|---|---|---|
| fill | 5589 | 33000 |
| sequential | 306 | 6210 |
| clock inverter | 17 | 234 |
| timing repair buffer | 25 | 203 |
| clock buffer | 50 | 1110 |
| tap | 773 | 967 |
| multi-input combinational | 2132 | 16600 |
| inverter | 302 | 1130 |
Power figures rest on the tool's default switching activity, not on a simulated workload.
